<file path="flow/design.v">
`timescale 1ns / 1ps
module project2(btn, switches, enable, DIP, clk, led, cathodes, anode, rst);
input [3:0] btn;
input enable;
input DIP;
output [7:0] led;
input clk, rst;
input [3:0] switches;
output [6:0] cathodes;
output [3:0] anode;
reg [6:0] temp_cathode=7'b1111111;
reg [7:0] temp_led=8'b00000000; 
reg [6:0] ssd_1=7'b1111111;
reg [6:0] ssd_2=7'b1111111;
reg [6:0] ssd_3=7'b1111111;
reg [6:0] ssd_4=7'b1111111;
reg [3:0] an=7'b1111111;
reg [3:0] cstate, nstate;
integer temp=0;
integer temp1=0;
integer temp2=0;
integer status=0;
integer firstpress=0;
reg slow_clk;
integer clk_count=0;
always @(posedge clk or negedge rst)
 begin
 if (~rst) cstate<=11; 
 else cstate<=nstate;
end 
always @(posedge clk)
begin
            if(enable==0 && temp==0 && DIP==0) begin temp=1;end
            if (enable==1 && temp==1  && DIP==0)begin temp=2;end
            if (enable==0 && temp==2 && DIP==0)begin temp=3;end
            if(enable==1 && temp1==0 && temp==3 && DIP==0) begin temp=4;end 
            if(enable==0 && temp1==0 && temp==4 && DIP==0) begin temp=5;end
				if(enable==1 && temp1==0 && temp==5 && DIP==0) begin temp=6;end
				if(enable==0 && temp1==0 && temp==6 && DIP==0) begin temp=1; firstpress=1; end
				if(enable==0 && temp1==0 && temp==3 && DIP==1) begin temp=7;end
				if(enable==0 && temp1==0 && temp==7 && DIP==0) begin temp=8;end
end
 always @(posedge clk)
 begin
  if (firstpress==0)
   status=0;
	if (firstpress==1 && status==0)
	status=1;
  end	
always @(posedge clk)
begin
case (temp)
1: begin
   if(btn== 4'b0001) begin nstate=3; end  
   if(btn== 4'b0010) begin nstate=2;end  
   if(btn== 4'b0100) begin nstate=1;end  
   if(btn== 4'b1000) begin nstate=0;end  
   if(btn== 4'b0000) begin nstate=cstate; end  
   end
2: begin
      if(btn== 4'b0000) begin nstate=4;end
   end
3: begin
      if(btn== 4'b0000) begin nstate=5;end	
	end
4: begin
      if(btn== 4'b0000) begin nstate=6;end
   end
5: begin
   if(status==0) 
		    begin
		        if(btn==4'b0001) begin nstate=7; end  
		        if(btn==4'b0010) begin nstate=8; end  
		        if(btn==4'b0100) begin nstate=9;end  
              if(btn==4'b1000) begin nstate=10;end  
		        if(btn==4'b0000) begin nstate=cstate; end  
          end
	if(status==1)
          	begin
	           if(btn==4'b0001) begin nstate=12; end  
		        if(btn==4'b0010) begin nstate=13; end  
		        if(btn==4'b0100) begin nstate=14;end  
              if(btn==4'b1000) begin nstate=15;end  
		        if(btn==4'b0000) begin nstate=cstate; end  
            end
	end
6: begin
      if(btn== 4'b0000) begin nstate=6;end
	end
7: begin
      if(btn== 4'b0000) begin nstate=4;end
   end
8: begin
      if(btn== 4'b0000) begin nstate=11;end
   end
endcase
end
always @ (posedge clk) 
begin	
	if(clk_count> 100000)  
	begin 
		clk_count = 0; 
		slow_clk = ~slow_clk; 
	end
	clk_count = clk_count + 1;
end
always @(posedge clk)
begin
case (cstate)
 3: begin  
  if (switches[3:0]==4'b0000) begin an=4'b0111; temp_cathode = 7'b1000000; temp_led=8'b00000000;end
  else if (switches[3:0]==4'b0001) begin an=4'b0111;temp_cathode = 7'b1111001; temp_led=8'b00000000; end
  else if (switches[3:0]==4'b0010) begin an=4'b0111;temp_cathode = 7'b0100100; temp_led=8'b00000000;end
  else if (switches[3:0]==4'b0011) begin an=4'b0111;temp_cathode = 7'b0110000; temp_led=8'b00000000;end
  else if (switches[3:0]==4'b0100) begin an=4'b0111;temp_cathode = 7'b0011001; temp_led=8'b00000000;end
  else if (switches[3:0]==4'b0101) begin an=4'b0111;temp_cathode = 7'b0010010; temp_led=8'b00000000;end
  else if (switches[3:0]==4'b0110) begin an=4'b0111;temp_cathode = 7'b0000010; temp_led=8'b00000000;end
  else if (switches[3:0]==4'b0111) begin an=4'b0111;temp_cathode = 7'b1111000; temp_led=8'b00000000;end
  else if (switches[3:0]==4'b1000) begin an=4'b0111;temp_cathode = 7'b0000000; temp_led=8'b00000000;end
  else if (switches[3:0]==4'b1001) begin an=4'b0111;temp_cathode = 7'b0010000; temp_led=8'b00000000;end
  else if (switches[3:0]==4'b1010) begin an=4'b0111;temp_cathode = 7'b0001000; temp_led=8'b00000000;end
  else if (switches[3:0]==4'b1011) begin an=4'b0111;temp_cathode = 7'b0000011; temp_led=8'b00000000;end
  else if (switches[3:0]==4'b1100) begin an=4'b0111;temp_cathode = 7'b0100111; temp_led=8'b00000000;end
  else if (switches[3:0]==4'b1101) begin an=4'b0111;temp_cathode = 7'b0100001; temp_led=8'b00000000;end
  else if (switches[3:0]==4'b1110) begin an=4'b0111;temp_cathode = 7'b0000110; temp_led=8'b00000000;end
  else if (switches[3:0]==4'b1111) begin an=4'b0111;temp_cathode = 7'b0001110; temp_led=8'b00000000;end
 end
 2: begin  
  if (switches[3:0]==4'b0000) begin an=4'b1011; temp_cathode = 7'b1000000; temp_led=8'b00000000;end
 else if (switches[3:0]==4'b0001) begin an=4'b1011; temp_cathode = 7'b1111001; temp_led=8'b00000000;end
 else if (switches[3:0]==4'b0010) begin an=4'b1011;temp_cathode = 7'b0100100; temp_led=8'b00000000;end
  else if (switches[3:0]==4'b0011) begin an=4'b1011;temp_cathode = 7'b0110000; temp_led=8'b00000000;end
  else if (switches[3:0]==4'b0100) begin an=4'b1011;temp_cathode = 7'b0011001; temp_led=8'b00000000;end
  else if (switches[3:0]==4'b0101) begin an=4'b1011;temp_cathode = 7'b0010010; temp_led=8'b00000000;end
  else if (switches[3:0]==4'b0110) begin an=4'b1011;temp_cathode = 7'b0000010; temp_led=8'b00000000;end
  else if (switches[3:0]==4'b0111) begin an=4'b1011;temp_cathode = 7'b1111000; temp_led=8'b00000000;end
  else if (switches[3:0]==4'b1000) begin an=4'b1011;temp_cathode = 7'b0000000; temp_led=8'b00000000;end
  else if (switches[3:0]==4'b1001) begin an=4'b1011;temp_cathode = 7'b0010000; temp_led=8'b00000000;end
  else if (switches[3:0]==4'b1010) begin an=4'b1011;temp_cathode = 7'b0001000; temp_led=8'b00000000;end
  else if (switches[3:0]==4'b1011) begin an=4'b1011;temp_cathode = 7'b0000011; temp_led=8'b00000000;end
  else if (switches[3:0]==4'b1100) begin an=4'b1011;temp_cathode = 7'b0100111; temp_led=8'b00000000;end
  else if (switches[3:0]==4'b1101) begin an=4'b1011;temp_cathode = 7'b0100001; temp_led=8'b00000000;end
  else if (switches[3:0]==4'b1110) begin an=4'b1011;temp_cathode = 7'b0000110; temp_led=8'b00000000;end
  else if (switches[3:0]==4'b1111) begin an=4'b1011;temp_cathode = 7'b0001110; temp_led=8'b00000000;end
 end
 1: begin  
if (switches[3:0]==4'b0000) begin an=4'b1101; temp_cathode = 7'b1000000; temp_led=8'b00000000;end
 else if (switches[3:0]==4'b0001) begin an=4'b1101; temp_cathode = 7'b1111001; temp_led=8'b00000000;end
 else if (switches[3:0]==4'b0010) begin an=4'b1101;temp_cathode = 7'b0100100; temp_led=8'b00000000;end
  else if (switches[3:0]==4'b0011) begin an=4'b1101;temp_cathode = 7'b0110000; temp_led=8'b00000000;end
  else if (switches[3:0]==4'b0100) begin an=4'b1101;temp_cathode = 7'b0011001; temp_led=8'b00000000;end
  else if (switches[3:0]==4'b0101) begin an=4'b1101;temp_cathode = 7'b0010010; temp_led=8'b00000000;end
  else if (switches[3:0]==4'b0110) begin an=4'b1101;temp_cathode = 7'b0000010; temp_led=8'b00000000;end
  else if (switches[3:0]==4'b0111) begin an=4'b1101;temp_cathode = 7'b1111000; temp_led=8'b00000000;end
  else if (switches[3:0]==4'b1000) begin an=4'b1101;temp_cathode = 7'b0000000; temp_led=8'b00000000;end
  else if (switches[3:0]==4'b1001) begin an=4'b1101;temp_cathode = 7'b0010000; temp_led=8'b00000000;end
  else if (switches[3:0]==4'b1010) begin an=4'b1101;temp_cathode = 7'b0001000; temp_led=8'b00000000;end
  else if (switches[3:0]==4'b1011) begin an=4'b1101;temp_cathode = 7'b0000011; temp_led=8'b00000000;end
  else if (switches[3:0]==4'b1100) begin an=4'b1101;temp_cathode = 7'b0100111; temp_led=8'b00000000;end
  else if (switches[3:0]==4'b1101) begin an=4'b1101;temp_cathode = 7'b0100001; temp_led=8'b00000000;end
  else if (switches[3:0]==4'b1110) begin an=4'b1101;temp_cathode = 7'b0000110; temp_led=8'b00000000;end
  else if (switches[3:0]==4'b1111) begin an=4'b1101;temp_cathode = 7'b0001110; temp_led=8'b00000000;end
 end
 0: begin  
if (switches[3:0]==4'b0000) begin an=4'b1110; temp_cathode = 7'b1000000; temp_led=8'b00000000;end
 else if (switches[3:0]==4'b0001) begin an=4'b1110; temp_cathode = 7'b1111001; temp_led=8'b00000000;end
 else if (switches[3:0]==4'b0010) begin an=4'b1110;temp_cathode = 7'b0100100;  temp_led=8'b00000000;end
  else if (switches[3:0]==4'b0011) begin an=4'b1110;temp_cathode = 7'b0110000; temp_led=8'b00000000;end
  else if (switches[3:0]==4'b0100) begin an=4'b1110;temp_cathode = 7'b0011001; temp_led=8'b00000000;end
  else if (switches[3:0]==4'b0101) begin an=4'b1110;temp_cathode = 7'b0010010; temp_led=8'b00000000;end
  else if (switches[3:0]==4'b0110) begin an=4'b1110;temp_cathode = 7'b0000010; temp_led=8'b00000000;end
  else if (switches[3:0]==4'b0111) begin an=4'b1110;temp_cathode = 7'b1111000; temp_led=8'b00000000;end
  else if (switches[3:0]==4'b1000) begin an=4'b1110;temp_cathode = 7'b0000000; temp_led=8'b00000000;end
  else if (switches[3:0]==4'b1001) begin an=4'b1110;temp_cathode = 7'b0010000; temp_led=8'b00000000;end
  else if (switches[3:0]==4'b1010) begin an=4'b1110;temp_cathode = 7'b0001000; temp_led=8'b00000000;end
  else if (switches[3:0]==4'b1011) begin an=4'b1110;temp_cathode = 7'b0000011; temp_led=8'b00000000;end
  else if (switches[3:0]==4'b1100) begin an=4'b1110;temp_cathode = 7'b0100111; temp_led=8'b00000000;end
  else if (switches[3:0]==4'b1101) begin an=4'b1110;temp_cathode = 7'b0100001; temp_led=8'b00000000;end
  else if (switches[3:0]==4'b1110) begin an=4'b1110;temp_cathode = 7'b0000110; temp_led=8'b00000000;end
  else if (switches[3:0]==4'b1111) begin an=4'b1110;temp_cathode = 7'b0001110; temp_led=8'b00000000;end
 end
 4: begin temp_cathode = 7'b1111111; temp_led=8'b00000000; end
 5: begin  an=4'b1110; temp_cathode=7'b1000110; temp_led=8'b11111111; end
 6: begin temp_cathode = 7'b1111111; temp_led=8'b00000000; end
 7: begin  
        if (switches[3:0]==4'b0010) 
		          begin an=4'b0111;temp_cathode = 7'b0100100;temp_led=8'b00000010;ssd_1=7'b0010010;  end
        else
         		  begin an=4'b1111;temp_cathode = 7'b1111111;  end 
    end
 8: begin  
          if (switches[3:0]==4'b1000) 
			         begin an=4'b1011;temp_cathode = 7'b0000000;temp_led=8'b00001000;ssd_2=7'b0010000; end  
          else 
			         begin an=4'b1111;temp_cathode = 7'b1111111; end
    end
 9: begin  
       if (switches[3:0]==4'b1001) 
		            begin an=4'b1101;temp_cathode = 7'b0010000;temp_led=8'b00001001;ssd_3=7'b0000000; end  
       else 
		            begin temp_cathode = 7'b1111111; end
    end
 10: begin  
       if (switches[3:0]==4'b0101) 
		            begin an=4'b1110;temp_cathode = 7'b0010010;temp_led=8'b11111111;ssd_4=7'b0100100;end 
       else 
		             begin temp_cathode = 7'b1111111; temp_led=8'b00000000;end
     end
 11: begin  an=4'b1110; temp_cathode=7'b1000111;end
  12: begin  
  if (switches[3:0]==4'b0000) begin an=4'b0111; temp_cathode = 7'b1111111; temp_led=8'b00000001;end
  else if (switches[3:0]==4'b0001) begin an=4'b0111;temp_cathode = 7'b1111111; temp_led=8'b00000001; end
  else if (switches[3:0]==4'b0011) begin an=4'b0111;temp_cathode = 7'b1111111; temp_led=8'b00000001;end
  else if (switches[3:0]==4'b0100) begin an=4'b0111;temp_cathode = 7'b1111111; temp_led=8'b00000001;end
  else if (switches[3:0]==4'b0101) begin an=4'b0111;temp_cathode = 7'b1111111; temp_led=8'b00000001;end
  else if (switches[3:0]==4'b0110) begin an=4'b0111;temp_cathode = 7'b1111111; temp_led=8'b00000001;end
  else if (switches[3:0]==4'b0111) begin an=4'b0111;temp_cathode = 7'b1111111; temp_led=8'b00000001;end
  else if (switches[3:0]==4'b1000) begin an=4'b0111;temp_cathode = 7'b1111111; temp_led=8'b00000001;end
  else if (switches[3:0]==4'b1001) begin an=4'b0111;temp_cathode = 7'b1111111; temp_led=8'b00000001;end
  else if (switches[3:0]==4'b1010) begin an=4'b0111;temp_cathode = 7'b1111111; temp_led=8'b00000001;end
  else if (switches[3:0]==4'b1011) begin an=4'b0111;temp_cathode = 7'b1111111; temp_led=8'b00000001;end
  else if (switches[3:0]==4'b1100) begin an=4'b0111;temp_cathode = 7'b1111111; temp_led=8'b00000001;end
  else if (switches[3:0]==4'b1101) begin an=4'b0111;temp_cathode = 7'b1111111; temp_led=8'b00000001;end
  else if (switches[3:0]==4'b1110) begin an=4'b0111;temp_cathode = 7'b1111111; temp_led=8'b00000001;end
  else if (switches[3:0]==4'b1111) begin an=4'b0111;temp_cathode = 7'b1111111; temp_led=8'b00000001;end
 end
 13: begin  
  if (switches[3:0]==4'b0000) begin an=4'b1011;temp_cathode = 7'b1111111; temp_led=8'b00000010;end
 else if (switches[3:0]==4'b0001) begin an=4'b1011; temp_cathode = 7'b1111111; temp_led=8'b00000010;end
 else if (switches[3:0]==4'b0010) begin an=4'b1011;temp_cathode = 7'b1111111;temp_led=8'b00000010;end
  else if (switches[3:0]==4'b0011) begin an=4'b1011;temp_cathode = 7'b1111111; temp_led=8'b00000010;end
  else if (switches[3:0]==4'b0101) begin an=4'b1011;temp_cathode =7'b1111111; temp_led=8'b00000010;end
  else if (switches[3:0]==4'b0110) begin an=4'b1011;temp_cathode = 7'b1111111; temp_led=8'b00000010;end
  else if (switches[3:0]==4'b0111) begin an=4'b1011;temp_cathode = 7'b1111111; temp_led=8'b00000010;end
  else if (switches[3:0]==4'b1000) begin an=4'b1011;temp_cathode = 7'b1111111; temp_led=8'b00000010;end
  else if (switches[3:0]==4'b1001) begin an=4'b1011;temp_cathode = 7'b1111111; temp_led=8'b00000010;end
  else if (switches[3:0]==4'b1010) begin an=4'b1011;temp_cathode = 7'b1111111; temp_led=8'b00000010;end
  else if (switches[3:0]==4'b1011) begin an=4'b1011;temp_cathode = 7'b1111111; temp_led=8'b00000010;end
  else if (switches[3:0]==4'b1100) begin an=4'b1011;temp_cathode = 7'b1111111; temp_led=8'b00000010;end
  else if (switches[3:0]==4'b1101) begin an=4'b1011;temp_cathode = 7'b1111111; temp_led=8'b00000010;end
  else if (switches[3:0]==4'b1110) begin an=4'b1011;temp_cathode = 7'b1111111; temp_led=8'b00000010;end
  else if (switches[3:0]==4'b1111) begin an=4'b1011;temp_cathode = 7'b1111111; temp_led=8'b00000010;end
 end
 14: begin  
if (switches[3:0]==4'b0000) begin an=4'b1101; temp_cathode = 7'b1111111; temp_led=8'b00000100;end
 else if (switches[3:0]==4'b0001) begin an=4'b1101; temp_cathode = 7'b1111111; temp_led=8'b00000100;end
 else if (switches[3:0]==4'b0010) begin an=4'b1101;temp_cathode = 7'b1111111; temp_led=8'b00000100;end
  else if (switches[3:0]==4'b0011) begin an=4'b1101;temp_cathode = 7'b1111111; temp_led=8'b00000100;end
  else if (switches[3:0]==4'b0100) begin an=4'b1101;temp_cathode = 7'b1111111; temp_led=8'b00000100;end
  else if (switches[3:0]==4'b0101) begin an=4'b1101;temp_cathode = 7'b1111111; temp_led=8'b00000100;end
  else if (switches[3:0]==4'b0110) begin an=4'b1101;temp_cathode = 7'b1111111; temp_led=8'b00000100;end
  else if (switches[3:0]==4'b0111) begin an=4'b1101;temp_cathode = 7'b1111111; temp_led=8'b00000100;end
  else if (switches[3:0]==4'b1000) begin an=4'b1101;temp_cathode = 7'b1111111; temp_led=8'b00000100;end
  else if (switches[3:0]==4'b1010) begin an=4'b1101;temp_cathode = 7'b1111111; temp_led=8'b00000100;end
  else if (switches[3:0]==4'b1011) begin an=4'b1101;temp_cathode = 7'b1111111; temp_led=8'b00000100;end
  else if (switches[3:0]==4'b1100) begin an=4'b1101;temp_cathode = 7'b1111111; temp_led=8'b00000100;end
  else if (switches[3:0]==4'b1101) begin an=4'b1101;temp_cathode = 7'b1111111; temp_led=8'b00000100;end
  else if (switches[3:0]==4'b1110) begin an=4'b1101;temp_cathode = 7'b1111111; temp_led=8'b00000100;end
  else if (switches[3:0]==4'b1111) begin an=4'b1101;temp_cathode = 7'b1111111; temp_led=8'b00000100;end
 end
 15: begin an = 4'b1110; temp_cathode= 7'b0001100; end
 	endcase
 end
assign cathodes= temp_cathode;
assign anode=an;
assign led=temp_led;
endmodule 
</file>
<file path="flow/run.sh">
#!/bin/bash
# OpenROAD 26Q1-2900-gdf79404cd8, Yosys 0.63+post, stock flow scripts
make -C /OpenROAD-flow-scripts/flow DESIGN_CONFIG=/design/flow/config.mk WORK_HOME=/design/flow/orfs finish
</file>
<file path="flow/config.mk">
export PLATFORM = sky130hd
export DESIGN_NAME = project2
export DESIGN_NICKNAME = project2
export VERILOG_FILES = /design/flow/design.v
export SDC_FILE = /design/flow/constraint.sdc
export NUM_CORES = 4
export LEC_CHECK = 1
export CORE_UTILIZATION = 40
</file>
<file path="flow/constraint.sdc">
current_design project2

set clk_period 3.7
set clk_io_pct 0.2

create_clock -name clk0 -period $clk_period [get_ports {clk}]

set non_clock_inputs [all_inputs -no_clocks]
set_input_delay [expr $clk_period * $clk_io_pct] -clock clk0 $non_clock_inputs
set_output_delay [expr $clk_period * $clk_io_pct] -clock clk0 [all_outputs]
</file>
==> flow_summary.yaml <==
# physical design summary
outcome:
  status: "finished, final reports clean"
final_layout:
  final_area_um2: 5090
  drive_gt1_share_pct: 7.17
  fin_cells: 684
  areaGrowthSynthToFinish_pct: 12.5
  post-route-util_pct: 46.5
sta:
  rsz0062_at_grt: "false"
  setup_violations: 0
  period_used_pct: 82.8
  setup_tns_ns: 0
  min_period_ns: 3.06
  fin_ws_ns: 0.636
  slew_viol_final: 0
  slew_headroom_pct: 51.2
  fmax_mhz: 326
  max_slew.worst_pin.slew_ns: 0.725
  finalHoldViolCount: 0
  fin_worst_skew_ns: 0.00502
synthesis:
  syn_avg_cell_area_um2: 8.19
  ys.flop_type: "dfxtp_1"
  async_reset_ff_share_pct: 4.49
  ys_seq_elements: 89
  syn_area_um2: 4520
  postSynthSeqShare_pct: 44.6
  enable_flop_cells: 21
  top_area_share_pct: 28.3
  ys_cells: 552
  top_cell: "dfxtp_1"
  yosys.area.top_type: "dfxtp_1"
  synthesis.instances: 552
  yosys_area_um2: 4520
  synth_cell_types: 75
  top_cells_by_area: "dfxtp_1 28%, edfxtp_1 14%, a21oi_1 5.4%"
  netlist_top_cells_count: "64 x dfxtp_1, 61 x clkbuf_1, 61 x nor2_1"
  yosys_warnings: 1
place:
  dp_hpwl_um: 7110
  dp.cells: 668
  pre_cts_slack_ns: 0.444
  place.port_buffers: 30
  postPlaceCellArea_um2: 4800
  finalWeightedCongestion: 0.970
die:
  num_io_pins: 31
  fp_util_pct: 41.4
  die_h_um: 108
  dieWidth_um: 108
  core_um2: 10900
  rows: 38
  chipArea_um2: 11700
drt:
  route.met3.wl_um: 808
  vias_per_cell: 5.63
  routed.top_layer: "met4"
  diodes: 0
  drcViolationCount: 0
  drt-met1-wl_um: 4900
  antenna_left: 0
  wl_per_cell_um: 15.0
  drt_pass1_iterations: 5
  route.met2.wl_um: 4400
  wirelength_um: 10300
  drt_iter0_drc: 268
  vias: 3854
power_and_ir_drop:
  power.density_nw_per_um2: 393
  p_switching_mw: 0.482
  p_seq_share_pct: 50.0
  p_int_mw: 1.52
  ir_worst_vdd_v: 0.000296
  pwr-share-comb_pct: 5.5
  clkPwrFrac_pct: 44.5
  p_leak_nw: 1.91
  swShare_pct: 24.1
grt:
  grt_max_degree: 39
  grt_remaining_overflow: 0
  grt_pass1_wl_um: 17300
  antenna_found_initial: 0
  grt_usage_pct: 19.1
  grt_pass1_vias: 3483
cts:
  path_clk_slew_ns: 0.07
  hold_buffers: 0
  clk_latency_ns: 0.34
  clk_path_buf_depth: 2
  cts.sinks: 89
  cts_resized: 0
  cts-buffers-inserted: 9
  cts_tree: "yes"
  cts.htree.levels: 3
  postCtsSetupBuffers: 0
  cts_root_buf: "clkbuf_16"
critical_path:
  start_kind: "flop"
  path_class: "reg2reg"
  ff2ff_setup_slack_ns: 0.64
  path_max_fanout: 8
  cp.required_ns: 3.93
  worstPathArrival_ns: 3.30
  crit_path_end_kind: "flop"
flow_run:
  drv_cap: 0
  warnings: 25
hold_path:
  hold_class: "reg2reg"
## flip-flops by register name (all words and copies together), names as in the netlist
name,count
an,4
cstate,4
firstpress,1
nstate,4
status,32
temp,32
temp_cathode,7
temp_led,5
## layout make-up
cell class | count | area [µm²]
Multi-Input combinational cell | 386 | 2190
Inverter | 15 | 56.3
Fill cell | 1032 | 5850
Tap cell | 140 | 175
Clock buffer | 9 | 225
Timing Repair Buffer | 38 | 360
Sequential cell | 89 | 2020
Clock inverter | 7 | 63.8
## stage by stage
stage	hold WS (ns)	power, mW
final	0.344	2.00
after global routing	0.357	2.07
after CTS	0.347	2.02
after detailed placement	0.332	1.13
after global placement	0.331	1.13
after floorplan	0.357	1.09
## placed cells by master, fill, tap and decap left out, drive strengths merged, types with 3 or more instances in the layout
cell	Yosys	layout
a211o	3	3
a211oi	4	4
a21boi	3	3
a21oi	50	50
a221oi	3	3
a31oi	5	5
and2	33	33
and3	3	3
buf	6	8
clkbuf	62	9
clkdlybuf4s50	0	30
conb	1	8
dfstp	3	3
dfxtp	64	64
edfxtp	21	21
inv	14	20
nand2	42	42
nand2b	5	5
nand3	6	6
nand3b	3	3
nand4	7	7
nor2	61	61
nor2b	4	4
nor3	21	21
nor3b	3	3
nor4	16	16
nor4b	3	3
o211ai	3	3
o21a	5	5
o21ai	37	37
o21bai	3	3
o22ai	5	5
o31ai	3	3
or2	3	3
or3	6	6
or4	5	5
## final timing paths
path,startpoint,to,cells past startpoint
max,temp[19],temp[2],8
min,temp[14],temp[14],0
max reg2reg,temp[19],temp[2],8
min reg2reg,temp[14],temp[14],0
max in group asynchronous,rst,cstate[1],1
min in group asynchronous,rst,cstate[2],1
## per-layer routing
layer  vias to the layer above  track usage [%]
met3                        14             3.31
met4                         0             2.61
li1                       1929                -
met5                         -                0
met1                      1741             31.5
met2                       170             28.0
## logic make-up (layout without fill, tap and decap cells)
kind of cell             after synthesis  count (layout)  synth area share (%)
multiplexers                           2               2                 0.443
AND/OR/NAND/NOR                      224             224                  25.8
XOR/XNOR                               2               2                 0.387
buffers and inverters                 84              69                  7.55
AND-OR/OR-AND                        149             149                  20.9
adder cells (fa/ha/maj)                1               1                 0.221
flip-flops                            89              89                  44.6
other                                  1               8                0.0829
## power groups by stage
| stage | sequential (mW) | clock, mW | combinational, mW |
|---|---|---|---|
| final | 0.999 | 0.890 | 0.110 |
| after global routing | 0.999 | 0.950 | 0.122 |
| after CTS | 0.999 | 0.908 | 0.109 |
## worst max-delay path, cell delays in order, from the launching register on
cell and delay [ns]:
dfxtp_1 0.31, or4_4 0.55, or4_4 0.60, nor3_4 0.34
a21oi_2 0.09, o31a_1 0.36, a21boi_4 0.17, or3_1 0.36
and3_1 0.17
Power is estimated from default activity; no workload was simulated.
